===== flow/config.mk =====
export PLATFORM = sky130hd
export DESIGN_NAME = address_decoder
export DESIGN_NICKNAME = address_decoder
export VERILOG_FILES = /design/flow/design.v
export SDC_FILE = /design/flow/constraint.sdc
export NUM_CORES = 4
export LEC_CHECK = 1
export CORE_AREA = 10 10 70 70
export DIE_AREA = 0 0 80 80

===== flow/constraint.sdc =====
current_design address_decoder

set clk_period 1.3
set clk_io_pct 0.2

create_clock -name clk0 -period $clk_period

set non_clock_inputs [all_inputs -no_clocks]
set_input_delay [expr $clk_period * $clk_io_pct] -clock clk0 $non_clock_inputs
set_output_delay [expr $clk_period * $clk_io_pct] -clock clk0 [all_outputs]

===== flow/design.v =====
module address_decoder #(
     parameter NUM_REG = 32 
)(    
     input  logic [$clog2(NUM_REG)-1:0] address,      
     input  logic                       wr_en,        
     output logic [NUM_REG-1:0]         decoded_addr  
);
     logic [NUM_REG-1:0] decoded_value = 1; 
    assign decoded_addr
        = (wr_en) ? decoded_value << address
                  : 1 >> decoded_value ;
endmodule

===== flow/run.sh =====
#!/bin/bash
# OpenROAD 26Q1-2900-gdf79404cd8, Yosys 0.63+post, stock flow scripts
make -C /OpenROAD-flow-scripts/flow DESIGN_CONFIG=/design/flow/config.mk WORK_HOME=/design/flow/orfs finish

==> impl_metrics.tcl <==
# collected from the flow reports
set metrics [dict create \
    slew_headroom_pct 78.9 \
    critPathKind "in2out" \
    cpMaxStageDelayCell "or4b_4" \
    ios 38 \
    wire_per_inst_microns 13.1 \
    fin_area_sq_um 926 \
    openroad.warnings 34 \
    hold_class "in2out" \
    cap_violations 0 \
    synth-xor-area-share_pct 0 \
    grt_pass1_vias 507 \
    synth.cellmix.compoundShare_pct 0 \
    place_area_sq_um 691 \
    worst_slack_ns -0.153 \
    leakage_nw 0.444 \
    num_vias 565 \
    tightest_slew_ns 0.316 \
    grt.overflow.total 0 \
    required_ns 1.04 \
    ys_chip_area_sq_um 234 \
    power_uw 177 \
    grt_pass1_wl_mm 2.89 \
    drc_errors 0 \
    ys_sh_mux_pct 0 \
    synth.yosys.warnings 1 \
    adder_share_pct 0 \
    flops 0 \
    tns_ns -0.958 \
    portBuffers 38 \
    area_growth_pct 296 \
    whs_path_depth 4 \
    yosysTopAreaCellShare_pct 51.3 \
    fp-utilization_pct 6.85 \
    ant_nets 0 \
    clock_buffers 0 \
    slowest_delay_ns 0.53 \
    insertedDiodeCount 0 \
    postRouteWirelength_mm 2.04 \
    fin_crit_sh_pct 112 \
    gp_congestion 0.785 \
    top_area_cell "nor2_1" \
    power_density_mw_per_mm2 191 \
    finalMaxSlewViolations 0 \
    ys_types 9 \
    fp.coreArea_sq_mm 0.00342 \
    vias_per_cell 3.62 \
    antenna_found_initial 0 \
    synth_seq_share_pct 0 \
    die_height_microns 80 \
    drtIter0Drc 21 \
    violations "negative setup slack" \
    layout-drive-gt1-share_pct 79.1 \
    topCellsByArea "nor2_1, nand4bb_1, nand4b_1" \
    path_common_cell "buf_6" \
    dpl.hpwl_mm 1.38 \
    timing.fmax_ghz 0.688 \
    vdd_drop_max_mv 0.0425 \
    outcome "finished with violations" \
    ys_cells 47 \
    first_pass_iters 2 \
    arrival_ns 1.19 \
    ys_sh_simple_pct 95.2 \
    rsz0062_at_grt "yes" \
    hp-start "address[3]" \
    synth.cell_area_sq_um 234 \
    grt_max_degree 9 \
    cp-end-kind "output pin" \
    setup_viol 12 \
    nFillCells 367 \
    avgSynthCellArea_sq_um 4.98 \
    finalCriticalPeriod_ns 1.45 \
    flop_area_sq_um 0 \
    synth_cells 47 \
    die-width_microns 80 \
    startpoint_type "primary input" \
    crit_chain "buf_6, or4b_4, buf_6, nor2_2, buf_2" \
    dieArea_sq_mm 0.00640 \
    topCombFamilyByArea "simple AND/OR/NAND/NOR gates" \
    hold_viol_final 0 \
    rows 21 \
    cp_max_fo 3 \
    hold_end "decoded_addr[16]" \
    track_usage_pct 5.59 \
]
-- synth_stat cells --
master,number
nor2_1,32
clkbuf_1,3
nand4b_1,3
nand4bb_1,3
nand2b_1,2
nand2_1,1
nand4_1,1
or2_2,1
or4b_4,1
-- through the flow --
stage | setup WS (ns) | hold slack [ns] | cells | utilization, %
after floorplan | 0.172 | 0.645 | 47 | -
after global placement | -0.791 | 1.57 | 132 | 20.2
after detailed placement | -0.815 | 1.57 | 132 | 20.2
after CTS | -0.168 | 0.846 | 152 | 25.0
after global routing | -0.186 | 0.867 | 156 | 27.1
final | -0.153 | 0.847 | 156 | 27.1
-- final cells by class --
cell class                      instances  area (sq um)  share of cell area, %
Multi-Input combinational cell         44           369                   39.9
Tap cell                               46          57.6                   6.22
Timing Repair Buffer                   66           499                   53.9
-- repair_timing --
item / 4_1_cts / 5_1_grt
setup endpoints to repair: 32 / 29
hold buffers: 0 / 0
buffers inserted: 21 / 4
pin swaps: 38 / 19
gates resized: 141 / 28
-- placed cells by master (no fill, tap or decap) --
cell type,instances
or2_4,1
clkbuf_2,3
clkdlybuf4s15_1,2
nor2_4,7
nand4bb_4,3
nand4_1,1
buf_2,27
nor2_1,15
buf_4,14
nand2b_4,2
dlygate4sd2_1,2
nand2_2,1
nand4b_1,3
nor2_2,10
or4b_4,1
buf_8,1
buf_6,17
-- cells by family (layout without fill, tap and decap cells) --
logic type / after synthesis / in the layout
and+or+nand+nor: 44 / 44
buffers and inverters: 3 / 66
-- critical path, delay by kind of cell --
family / cells / cell delay (ns)
buf+inv: 3 / 0.33
simple gates: 2 / 0.60
-- layer usage --
metal	GRT usage (%)	up-vias	routed length, microns
met4	0	0	0
met2	9.47	22	974
met5	0	-	0
met1	6.67	262	821
li1	-	281	-
met3	2.61	0	240
-- report_power, final --
part | internal, mW | switching, mW | leakage [nW]
clock network | 0 | 0 | 0
registers | 0 | 0 | 0
logic | 0.0980 | 0.0791 | 0.444
total | 0.0980 | 0.0791 | 0.444
-- how the worst max path moves through the flow --
stage | startpoint | end | slack (ns)
CTS | address[3] | decoded_addr[20] | -0.17
global route | address[0] | decoded_addr[0] | -0.19
finish | address[0] | decoded_addr[4] | -0.15
Power is estimated from default activity; no workload was simulated.
